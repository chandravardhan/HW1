$ cat ./config.mk
export PLATFORM = sky130hd
export DESIGN_NAME = full_adder_RCA8bit
export DESIGN_NICKNAME = full_adder_RCA8bit
export VERILOG_FILES = /design/flow/design.v
export SDC_FILE = /design/flow/constraint.sdc
export NUM_CORES = 4
export LEC_CHECK = 1
export CORE_AREA = 10 10 70 70
export DIE_AREA = 0 0 80 80
$ cat ./constraint.sdc
current_design full_adder_RCA8bit

set clk_period 10.2
set clk_io_pct 0.2

create_clock -name clk0 -period $clk_period

set non_clock_inputs [all_inputs -no_clocks]
set_input_delay [expr $clk_period * $clk_io_pct] -clock clk0 $non_clock_inputs
set_output_delay [expr $clk_period * $clk_io_pct] -clock clk0 [all_outputs]
$ cat ./design.v
`timescale 1ns/1ns
module full_adder1(s, cout, a, b, cin);
	input a, b;
	input cin;
	output s;
	output cout;
      wire s1, c1, c2;
      xor x1(s1, a, b);
      and a1(c1, a, b);
      xor x2(s, s1, cin);
      and a2(c2, s1, cin);
      xor x3(cout, c1, c2);
endmodule
module full_adder_RCA8bit(s, cout, a, b, cin);
	input [7:0] a, b;
	input cin;
	output [7:0] s;
	output cout;	
	wire c1, c2, c3, c4, c5, c6, c7;
	full_adder1 fa0(s[0], c1, a[0], b[0], cin);
	full_adder1 fa1(s[1], c2, a[1], b[1], c1);
	full_adder1 fa2(s[2], c3, a[2], b[2], c2);
	full_adder1 fa3(s[3], c4, a[3], b[3], c3);
	full_adder1 fa4(s[4], c5, a[4], b[4], c4);
	full_adder1 fa5(s[5], c6, a[5], b[5], c5);
	full_adder1 fa6(s[6], c7, a[6], b[6], c6);
	full_adder1 fa7(s[7], cout, a[7], b[7], c7);
endmodule
$ cat ./run.sh
#!/bin/bash
# OpenROAD 26Q1-2900-gdf79404cd8, Yosys 0.63+post, stock flow scripts
make -C /OpenROAD-flow-scripts/flow DESIGN_CONFIG=/design/flow/config.mk WORK_HOME=/design/flow/orfs finish
==> out/qor.csv <==
metric,value,unit
top_cells_by_count,"inv_1 (10), buf_4 (8), fa_1 (8)",
power,0.0266,mW
drt-total-wl,750,um
fin_tns_setup,0,ps
max_slew_margin,93.0,%
rsz0062_at_grt,no,
ios,26,
critPathCaptureType,primary output,
hpwl,767,um
worstPathMaxFanout,1,
drv_slew,0,
hold_path_class,primary input to primary output,
drive_gt1_share,0,%
syn_avg_cell_area,9.91,um2
grt-ovfl-total,0,
drc_errors,0,
num_antenna_cells,0,
grt_use_total,2.35,%
post_cts_buffers,0,
whs_path_depth,5,
dr.pass1.iters,2,
die_h,80,um
final-setup-viol-count,0,
antenna_found_initial,0,
largest_area_cell,fa_1,
crit_chain,clkdlybuf4s50_1 > inv_1 > fa_1 > inv_1 > fa_1 > fa_1 > fa_1 > fa_1 > fa_1 > fa_1 > inv_1 > fa_1 > inv_1 > clkdlybuf4s50_1,
crit_required,8160,ps
ys_seq_share,0,%
grt_max_degree,2,
yosysMostFrequentCell,inv_1,
max_stage_delay,460,ps
ant_nets,0,
fp.coreArea,0.00342,mm2
seqCellArea,0,um2
finalHoldViolations,0,
crit_slowest_cell,clkdlybuf4s50_1,
min_to,s[0],
cp-start-kind,primary input,
crit_top_cell,fa_1,
fmax,124,MHz
detail_route.wl_per_cell,8.33,um
seq_cells,0,
vias_per_cell,2.33,
synthCells,26,
die-area,0.00640,mm2
via_count,210,
powerDensity,51.6,mW/mm2
fin_crit_sh,78.8,%
ctsHoldBuffers,0,
yosysCellCount,26,
die_width,80,um
hold_start,cin,
peakVddDrop,19.3,uV
status,"complete, no violations",
gp_congestion,0.856,
syn_to_final_growth,100,%
synth_top_area_share,62.1,%
tightestPinTransition,105,ps
synth_cell_types,3,
min_period,8040,ps
cts-resized-gates,0,
synth-warning-count,0,
clkbuf_count,0,
grt_pass1_wl,1190,um
area_leaders,"fa_1 (62%), buf_4 (23%), inv_1 (15%)",
warnings,32,
synth_area,258,um2
nFillCells,393,
ys_area,258,um2
worstSetupPathType,primary input to primary output,
initial_core_util,7.55,%
first_global_vias,250,
crit_arrival,6000,ps
leakage,0.213,nW
drt-initial-drc-count,1,
io_buffers,26,
maxCapViolCount,0,
rows,21,
routing by layer:
| metal | vias up | wire, um | GRT usage, % |
|---|---|---|---|
| met4 | 0 | 0 | 0 |
| li1 | 96 | - | - |
| met5 | - | 0 | 0 |
| met3 | 0 | 172 | 1.82 |
| met2 | 24 | 214 | 2.81 |
| met1 | 90 | 363 | 3.37 |
cell families after synthesis:
| family | synth area share (%) |
|---|---|
| buf+inv | 37.9 |
| fa+ha+maj | 62.1 |
worst max-delay path by stage:
stage     start  endpoint  slack [ps]  depth (start not counted)
5_1_grt    b[0]      s[7]        1950                         14
4_1_cts    b[0]      s[7]        2110                         14
6_report   b[0]      s[7]        2160                         14
layout by cell type, fill, tap and decap left out:
cell / count
inv_1: 10
fa_1: 8
clkdlybuf4s50_1: 26
power breakdown:
group	switching, mW	internal, mW
Combinational	0.00700	0.0196
Sequential	0	0
Clock	0	0
layout make-up:
| class | instances | area, um2 | share of cell area, % |
|---|---|---|---|
| well taps | 46 | 57.6 | 11.2 |
| repair buffers | 26 | 260 | 50.5 |
| multi-input cells | 8 | 160 | 31.1 |
| inverters | 10 | 37.5 | 7.28 |
critical path: cells and delay by family:
family | cells | cell delay, ps
adder cells (fa/ha/maj) | 8 | 2830
buffers and inverters | 6 | 1120
stage by stage:
| step | area (um2) | setup WS (ps) | util [%] | hold slack (ps) | std cells |
|---|---|---|---|---|---|
| 2_1_floorplan | 258 | 3020 | - | 4300 | 26 |
| 3_3_place_gp | 515 | 2130 | 15.1 | 5140 | 90 |
| 3_5_place_dp | 515 | 2120 | 15.1 | 5140 | 90 |
| 4_1_cts | 515 | 2110 | 15.1 | 5140 | 90 |
| 5_1_grt | 515 | 1950 | 15.1 | 5200 | 90 |
| 6_report | 515 | 2160 | 15.1 | 5120 | 90 |
Power figures rest on the tool's default switching activity, not on a simulated workload.
