==> flow/design.v <==
module RCA_pipe1(F, A, B, C, D, clk);
input [3:0] A, B, C, D;
input clk;                    
output [3:0] F;
reg [15:0] L12_x1, L12_x2, L12_D, L23_x3, L23_D, L34_F;
assign  F = L34_F;
always @(posedge clk)
   begin
      L12_x1  <= #4 A + B;
      L12_x2  <=  #4 C - D;
      L12_D   <= D;
   end
always @(posedge clk)
   begin
      L23_x3     <=  #4 L12_x1 + L12_x2;
      L23_D  <=  #2 L12_D;
   end
always @(posedge clk)
   begin
     L34_F <=  #6 L23_x3 * L23_D;
   end
endmodule
==> flow/run.sh <==
#!/bin/bash
# OpenROAD 26Q1-2900-gdf79404cd8, Yosys 0.63+post, stock flow scripts
make -C /OpenROAD-flow-scripts/flow DESIGN_CONFIG=/design/flow/config.mk WORK_HOME=/design/flow/orfs finish
==> flow/config.mk <==
export PLATFORM = sky130hd
export DESIGN_NAME = RCA_pipe1
export DESIGN_NICKNAME = RCA_pipe1
export VERILOG_FILES = /design/flow/design.v
export SDC_FILE = /design/flow/constraint.sdc
export NUM_CORES = 4
export LEC_CHECK = 1
export CORE_AREA = 10 10 83 83
export DIE_AREA = 0 0 93 93
==> flow/constraint.sdc <==
current_design RCA_pipe1

set clk_period 2.2
set clk_io_pct 0.2

create_clock -name clk0 -period $clk_period [get_ports {clk}]

set non_clock_inputs [all_inputs -no_clocks]
set_input_delay [expr $clk_period * $clk_io_pct] -clock clk0 $non_clock_inputs
set_output_delay [expr $clk_period * $clk_io_pct] -clock clk0 [all_outputs]
==> flow_summary.ini <==
; synthesis and place-and-route metrics
[run_status]
status = finished, final reports clean

[timing]
setup_viol = 0
slew-limit-headroom = 0.871
slew_viol_final = 0
fin_crit_ps = 1830
rsz0062_at_grt = no
tightest_slew_ps = 192
hold_viol_final = 0
fin_skew_ps = 3.42
setup_tns_ps = 0
fmax_ghz = 0.547
period_used_share = 0.831

[clock_tree]
clock_latency_ps = 260
cts_buffer_depth = 2
clkTransAtPathRegs_ps = 80
clock-root-buffer = clkbuf_8
ctsHoldBuffers = 0
post_cts.repair.setup_buffers = 0
cts_tree = built
cts.repair.resized = 0
cts_buffers = 3
clock_sinks = 24
ctsHtreeMaxLevel = 1

[logic_synthesis]
ys_chip_area_um2 = 977
syn-cell-area_um2 = 977
largest_area_cell = dfxtp_1
ys.flops = 24
synthCells = 84
yosysWarnings = 1
ys_cells = 84
ys_seq_frac = 0.492
syn_area_per_cell_um2 = 11.6
top_cell_area_share = 0.492
synthTopCellsByArea = dfxtp_1 49%, ha_1 17%, xnor2_1 11%
synth.distinct_cells = 11

[drt]
n_antenna_cell = 0
drt_iter0_drc = 24
wl_um = 1400
dr_total_vias = 562
route.detailed.drc = 0
first_pass_iters = 2
wl_per_cell_um = 7.88
ant_nets = 0
viasPerCell = 3.16

[critical_path]
cp-start-kind = flop
end_kind = flop
critPathKind = reg -> reg
cp_max_fo = 4
crit_path_max_incr_delay_ps = 330
cp_data_arrival_time_ps = 2020
worstPathCellList = and2_2 -> ha_1 -> ha_1 -> ha_1 -> xnor2_1 -> xnor2_1 -> xnor2_1
critPathSlowestCell = dfxtp_1
required_ps = 2390

[finish]
area_growth_pct = 36.7
drive_gt1_frac = 0.0648
num-fill-cells = 581

[floorplan]
die_area_um2 = 8650
fp-utilization = 0.190
fp-row-count = 26
fp.dieW_um = 93
die_h_um = 93
io_pins = 21
coreArea_um2 = 5140

[global_route]
grt_usage = 0.0338
antenna_found_initial = 0
grt_max_degree = 15
gr-total-overflow = 0
grt_pass1_vias = 546
grt_first_pass_wirelength_um = 2370

[placed_design]
routabilityCongestion = 0.719
portBuffers = 20
hpwl_um = 1220

[power_and_ir_drop]
switching_power_mw = 0.275
clockPowerShare = 0.298
comb_power_share = 0.247
sw_frac_of_total = 0.221
finalPower_mw = 1.24
p_leak_nw = 0.596
p_per_area_nw_per_um2 = 931
seq_power_share = 0.455
cellInternalPower_mw = 0.969
ir_drop_mv = 0.404

[min_path]
hp-class = reg -> reg

[run]
warnings = 25
maxCapViolations = 0
## metal layers
metal / share of wire / GRT usage
met5: 0 / 0
met4: 0 / 0.00129
met3: 0.10 / 0.0218
met2: 0.42 / 0.0508
met1: 0.47 / 0.0422
## cell usage in the layout (no fill, tap or decap)
cell type	synthesis	routed
xnor2_1	12	12
nand2_1	4	4
a21o_1	3	3
bufinv_16	0	1
and2_1	3	3
dfxtp_1	24	24
fa_1	3	3
ha_1	13	13
clkdlybuf4s50_1	0	20
xor2_1	3	3
inv_1	13	13
and2_2	3	3
a21oi_1	3	3
clkbuf_8	0	3
## synthesized netlist by cell type (all sizes together)
library cell / n
dfxtp: 24
ha: 13
inv: 13
xnor2: 12
and2: 6
nand2: 4
a21o: 3
a21oi: 3
fa: 3
xor2: 3
## power by group through the flow
stage	Clock [mW]	Combinational, mW	Sequential, mW
4_1_cts	0.386	0.318	0.569
5_1_grt	0.401	0.352	0.579
6_report	0.371	0.307	0.566
## metrics by stage
stage	setup slack (ps)	util	cell area, um2	hold WS [ps]	instances
after floorplan	471	-	977	310	84
after CTS	355	0.260	1340	337	178
after detailed placement	389	0.246	1260	312	174
after global routing	277	0.260	1340	345	178
final	372	0.260	1340	334	178
after global placement	397	0.246	1260	310	174
## critical path: cells and delay by family (launching register included)
family	cells	cell delay (ps)
adder cells (fa/ha/maj)	3	800
XOR/XNOR	3	460
flip-flops	1	330
AND/OR/NAND/NOR	1	170
## kinds of logic after synthesis
logic type,after synthesis,share of synthesized area
AND-OR/OR-AND,6,0.0384
XOR/XNOR,15,0.134
adder cells (fa/ha/maj),16,0.228
buffers and inverters,13,0.0499
flip-flops,24,0.492
AND/OR/NAND/NOR,10,0.0576
## flip-flops by register name, indices dropped and copies added, names as in the netlist
signal / cells
L12_D: 4
L12_x1: 4
L12_x2: 4
L23_D: 4
L23_x3: 4
L34_F: 4
## final timing paths
kind,start,endpoint,slack (ps),depth (start not counted)
worst max register to register,L23_x3[0],L34_F[3],370,7
worst min register to register,L12_D[1],L23_D[1],330,0
worst max-delay path,L23_x3[0],L34_F[3],370,7
worst min-delay path,L12_D[1],L23_D[1],330,0
## cell type report
cell class,instances,area [um2],area share
clock inverter,1,30.0,0.0225
tap,70,87.6,0.0655
sequential,24,480,0.360
clock buffer,3,41.3,0.0309
timing repair buffer,20,200,0.150
multi-input combinational,47,448,0.335
inverter,13,48.8,0.0365
Power figures rest on the tool's default switching activity, not on a simulated workload.
