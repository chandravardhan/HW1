**/design/flow/design.v**
```verilog
module KSA #(parameter N=4)
            (input [N-1:0] a,b, 
             input c_in, 
             output [N:0] sum);
  reg [N-1:0] p,g,p1,g1,p2,g2,s;
  reg [N-1:0] carry;
  integer i;
   always @(*)
   begin
   for(i=0;i<N;i=i+1)
   	begin
   	  p[i] <= a[i] ^ b[i];
   	  g[i] <= a[i] & b[i];
   	end  
   for(i=0;i<N;i=i+1)
   	if (i == 0) 
   		begin
      		  p1[i] <= p[i];
    		  g1[i] <= g[i]; 
   		end
   	else 
   		begin
     		  p1[i] <= p[i] & p[i-1];
     		  g1[i] <= g[i] || (p[i] & g[i-1]);
   		end
   for(i=0;i<N;i=i+1)
   	if (i == 0 )
   		begin
     		  p2[i] <= p1[i];
     		  g2[i] <= g1[i]; 
   		end
   	else 
   	if (i == 1 )
   		begin
     		  p2[i] <= p1[i];
     		  g2[i] <= g1[i]; 
   		end
   	else
   		begin 
   		  p2[i] <= p1[i] & p1[i-2];
   		  g2[i] <= g1[i] || (p1[i] & g1[i-2]);
   		end
   for(i=0;i<N;i=i+1)
   	if (i == 0) 
   		begin
   		  s[i] <= p[i] ^ c_in;
   		  carry[i] <= g2[i];
   		end
   	else
   		begin
   		  s[i] <= p[i] ^ carry[i-1];
   		  carry[i] <= g2[i];
   		end
   end
   assign sum = {carry[N-1], s};
endmodule 
```
**/design/flow/run.sh**
```bash
#!/bin/bash
# OpenROAD 26Q1-2900-gdf79404cd8, Yosys 0.63+post, stock flow scripts
make -C /OpenROAD-flow-scripts/flow DESIGN_CONFIG=/design/flow/config.mk WORK_HOME=/design/flow/orfs finish
```
**/design/flow/config.mk**
```make
export PLATFORM = sky130hd
export DESIGN_NAME = KSA
export DESIGN_NICKNAME = KSA
export VERILOG_FILES = /design/flow/design.v
export SDC_FILE = /design/flow/constraint.sdc
export NUM_CORES = 4
export LEC_CHECK = 1
export CORE_AREA = 10 10 70 70
export DIE_AREA = 0 0 80 80
```
**/design/flow/constraint.sdc**
```tcl
current_design KSA

set clk_period 1.9
set clk_io_pct 0.2

create_clock -name clk0 -period $clk_period

set non_clock_inputs [all_inputs -no_clocks]
set_input_delay [expr $clk_period * $clk_io_pct] -clock clk0 $non_clock_inputs
set_output_delay [expr $clk_period * $clk_io_pct] -clock clk0 [all_outputs]
```
==> job_summary.md <==
### Metrics collected by this job

| Metric | Value |
|---|---|
| Outcome | `complete, no violations` |
| Synth top cells by count | `4 x ha_1, 4 x inv_1, 2 x xnor2_1` |
| Synth Seq Share | `0%` |
| Global-route wire length before repair | `972 µm` |
| RD Place Congestion | `0.733` |
| Chip height | `80 µm` |
| Congestion Overflow GR | `0` |
| Mapped Area | `145 µm²` |
| Vias in the first global route | `205` |
| Yosys warnings | `1` |
| Top cells by area, synth | `ha_1 34%, fa_1 14%, xnor2_1 12%, inv_1 10%, a21oi_2 6.0%` |
| Starting DRT DRC Count | `0` |
| DR pass1 iterations | `1` |
| Slew Limit Headroom | `91.6%` |
| Yosys Chip Area | `145 µm²` |
| Static Leakage | `0.164 nW` |
| RSZ-0062 raised after global routing | `no` |
| Hold Path Class | `input port to output port` |
| Max_cap viols | `0` |
| Wire per inst | `6.96 µm` |
| Vias per inst | `2.09` |
| Die area | `6400 µm²` |
| Final min period | `1.82 ns` |
| Count of cell types in the netlist | `10` |
| Port buffer count | `14` |
| Gate Area | `168 µm²` |
| Worst Max-Slew Pin Slew | `0.126 ns` |
| Power Density | `230 nW/µm²` |
| Seq cells | `0` |
| Fillcell total | `401` |
| PnR Total Power | `0.0842 mW` |
| Post-Layout Cell Count | `78` |
| Layout cells sized above 1 | `40.6%` |
| TNS Setup | `0 ns` |
| Layout area overhead | `152%` |
| Tcrit/Tclk final | `95.9%` |
| Crit path required time | `1.52 ns` |
| # Cells Yosys | `17` |
| Clock buffers | `0` |
| Post-route DRC | `0` |
| WS Path Type | `input port to output port` |
| Peak supply drop | `0.0573 mV` |
| DP Area | `343 µm²` |
| Post-synth top area cell | `ha_1` |
| # rows | `21` |
| All-Layer GR Usage | `1.92%` |
| Mapped Avg Cell Area | `8.54 µm²` |
| Final wirelength | `543 µm` |
| Tool warnings | `32` |
| I/O Pins | `14` |
| Reg area | `0 µm²` |
| Worst Setup End Kind | `output port` |
| Cells after DPL | `77` |
| CP Launch Type | `input port` |
| CORE AREA | `3420 µm²` |
| Max-area cell share | `34.5%` |
| Final Hold Fails | `0` |
| Ant diodes | `0` |
| Cells after synthesis | `17` |
| FP Util | `4.25%` |
| Initial antenna violation count | `1` |
| CP arrival | `1.44 ns` |
| Endpoints failing setup | `0` |
| F_max | `0.549 GHz` |
| Largest net degree at the start of global routing | `4` |
| Die X-Extent | `80 µm` |
| Post-route antenna net violation count | `0` |
| Vias post-DR | `163` |
| Max Slew Vio Count | `0` |
| Max FO, Critical Path | `2` |
| Design area | `365 µm²` |
per-stage QoR:
stage	worst slack [ns]	hold WS, ns	utilization [%]
final	0.0787	1.15	10.7
after global routing	0.00875	1.19	10.7
after CTS	0.0256	1.33	10.2
after detailed placement	-0.722	1.70	10.0
after global placement	-0.706	1.70	10.0
after floorplan	0.349	0.785	-
layer usage:
metal / track usage (%) / vias up / part of all wire (%)
li1: - / 84 / -
met5: 0 / - / 2.4
met1: 2.38 / 62 / 41
met2: 2.17 / 13 / 26
met3: 2.27 / 2 / 31
met4: 0 / 2 / 0
final cells by class:
cell class	instances	share of cell area (%)
multi-input combinational	13	45.9
inverter	4	4.11
tap	46	15.8
timing repair buffer	15	34.2
cells by family after synthesis:
logic type               share of synthesized area, %
adder cells (fa/ha/maj)                          48.3
AND/OR/NAND/NOR                                  8.63
AND-OR/OR-AND                                    14.7
XOR/XNOR                                         18.1
buffers and inverters                            10.3
cell usage in the layout (no fill, tap or decap):
master / netlist / final
inv_2: 0 / 2
xnor2_1: 2 / 1
ha_1: 4 / 2
nor2b_2: 0 / 1
fa_2: 0 / 1
inv_1: 4 / 2
o21ai_1: 0 / 1
buf_4: 0 / 1
dlygate4sd2_1: 0 / 4
a21o_1: 1 / 1
clkdlybuf4s50_1: 0 / 3
buf_2: 0 / 4
nand2b_1: 1 / 1
clkdlybuf4s15_1: 0 / 2
ha_4: 0 / 2
xor2_1: 1 / 1
a21oi_2: 1 / 1
xnor2_2: 0 / 1
dlymetal6s2s_1: 0 / 1
final timing paths:
path / slack, ns / startpoint / endpoint / cells after the start
min: 1.15 / a[0] / sum[0] / 4
max: 0.08 / b[0] / sum[1] / 6
critical path, cell delays in order:
cell,delay (ns)
buf_2,0.10
ha_4,0.14
inv_2,0.04
fa_2,0.52
inv_1,0.03
dlygate4sd2_1,0.23
what timing repair did:
| item | 4_1_cts | 5_1_grt |
|---|---|---|
| setup buffers | 1 | 0 |
| pin swaps | 4 | 1 |
| hold buffers | 0 | 0 |
| endpoints found under the setup margin | 5 | 4 |
| resized | 26 | 4 |
report_power, final:
group | total [mW] | internal (mW) | switching, mW
clock | 0 | 0 | 0
combinational | 0.0842 | 0.0552 | 0.0290
sequential | 0 | 0 | 0
Power and IR drop assume default switching activity.
